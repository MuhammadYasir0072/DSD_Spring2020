==> ./design.v <==
`timescale 1ns / 1ps
module comparator(A_gret,A_lt,A_eq,A,B);
input [3:0]A,B;
wire  [3:0]X;
output A_gret,A_lt,A_eq;
assign X[0]=A[0]& B[0] | ~A[0]& ~B[0];
assign X[1]=A[1]& B[1] | ~A[1]& ~B[1];
assign X[2]=A[2]& B[2] | ~A[2]& ~B[2];
assign X[3]=A[3]& B[3] | ~A[3]& ~B[3];
assign X[4]=A[4]& B[4] | ~A[4]& ~B[4];
 assign  A_gret=A[3]&~B[3] | X[3] &  A[2]& ~B[2] | X[3]&X[2]&A[1]&~B[1] | X[3]&X[2]&X[1]&A[1]&~B[0] ;
 assign  A_lt=~A[3]&B[3] | X[3] & ~ A[2]& B[2] | X[3]&X[2]&~A[1]&B[1] || X[3]&X[2]&X[1]&~A[1]&B[0] ;
 assign A_eq= X[3]&X[2]&X[1]&X[0];
endmodule
==> ./run.sh <==
#!/bin/bash
# OpenROAD 26Q1-2900-gdf79404cd8, Yosys 0.63+post, stock flow scripts
make -C /OpenROAD-flow-scripts/flow DESIGN_CONFIG=/design/flow/config.mk WORK_HOME=/design/flow/orfs finish
==> ./config.mk <==
export PLATFORM = sky130hd
export DESIGN_NAME = comparator
export DESIGN_NICKNAME = comparator
export VERILOG_FILES = /design/flow/design.v
export SDC_FILE = /design/flow/constraint.sdc
export NUM_CORES = 4
export LEC_CHECK = 1
export CORE_AREA = 10 10 70 70
export DIE_AREA = 0 0 80 80
==> ./constraint.sdc <==
current_design comparator

set clk_period 1.6
set clk_io_pct 0.2

create_clock -name clk0 -period $clk_period

set non_clock_inputs [all_inputs -no_clocks]
set_input_delay [expr $clk_period * $clk_io_pct] -clock clk0 $non_clock_inputs
set_output_delay [expr $clk_period * $clk_io_pct] -clock clk0 [all_outputs]
==> results.yml <==
# generated from flow reports
die:
  row_count: 21
  initCoreUtil_pct: 3.663
  die-area_um2: 6400
  fp.dieH_um: 80
  core_area_um2: 3416
  pin_count: 11
  die_x_um: 80
global_routing:
  top_usage_layer: "met2"
  grt_pass1_vias: 182
  grt_max_degree: 4
  grt_use_met2_pct: 2.729
  grt-ovfl-total: 0
  grt_use_met3_pct: 0.4545
  use_met1_pct: 1.912
  antenna_found_initial: 0
  track_usage_pct: 1.547
  grt_pass1_wl_um: 821
outcome:
  status: "completed"
synth:
  synth.avg_cell_area_um2: 7.360
  yosys_cells: 17
  ys_area_um2: 125.1
  yosysWarnings: 6
  synth_cell_type_count: 10
  ys_seq_share_pct: 0
  netlist_area_um2: 125.1
  synthCells: 17
drt:
  avgViaCountPerCell: 2.125
  totalWireLength_um: 540
  drt_iter0_drc: 0
  drc_errors: 0
  firstDrtPassIters: 1
  route.detailed.wl_per_inst_um: 6.750
  antenna_left: 0
  insertedDiodeCount: 0
  num_vias: 170
finish:
  seq_cell_count: 0
  lay_top_count: "buf_4"
  stdcell_count: 80
  area.growth.synth_to_final_pct: 193.0
  nClkBuffers: 0
  layout-drive-gt1-share_pct: 55.88
  final_core_util_pct: 10.73
  ff_latch_area_um2: 0
  lay_top_cells: "buf_4 (6), clkdlybuf4s15_1 (4), buf_2 (4)"
pwr:
  cellPowerDensity_nw_per_um2: 230.0
  power.leakage_uw: 0.0001528
  vdd.ir_drop.worst_mv: 0.02197
sta:
  finalSetupTns_ps: 0
  setup_viol: 0
  relSlewSlack_pct: 88.37
  tightest_slew_ps: 173.0
  max_freq_mhz: 653.3
  slew_violations: 0
  worst_slack_ps: 69.22
  post-route-period-util_pct: 95.67
  finalHoldViolCount: 0
  period_needed_ps: 1531
worst_setup_path:
  cp-start-kind: "primary input"
  critical_path_class: "in -> out"
  worstPathMaxFanout: 2
  arrival_ps: 1210
  slowest_delay_ps: 300
  end_kind: "output port"
  crit_family: "AND-OR/OR-AND gates"
  slowest_stage: "maj3_2"
  path_cells: "clkdlybuf4s15_1 -> o21bai_4 -> maj3_2 -> o21bai_2 -> buf_2"
  worstPathRequired_ps: 1280
  critPathBufInv: 2
placement:
  gp_congestion: 0.7715
  dp_cells: 80
  place_worst_setup_slack_ps: -708.8
  portBuffers: 11
job:
  warnings: 33
  max_cap_violations: 0
cts:
  postCtsSetupBuffers: 0
  hold_buffers: 0
worst_hold_path:
  hp-class: "in -> out"
-- cell usage after synthesis --
| cell type | number | area share (%) |
|---|---|---|
| xor2_1 | 3 | 21 |
| nand2_1 | 2 | 6.0 |
| a31oi_1 | 1 | 5.0 |
| nor4_1 | 1 | 5.0 |
| o21bai_1 | 1 | 6.0 |
| o2111ai_1 | 1 | 7.0 |
| inv_1 | 4 | 12 |
| ha_1 | 2 | 20 |
| o21bai_2 | 1 | 9.0 |
| maj3_2 | 1 | 9.0 |
-- layer usage --
metal | part of all wire, % | up-vias
met1 | 41 | 70
met3 | 15 | 0
met5 | 0 | -
li1 | - | 93
met2 | 44 | 7
met4 | 0 | 0
-- worst min-delay path: stages --
cell      delay, ps
buf_2           110
ha_4            110
o21bai_2         90
buf_2            80
-- stage by stage --
step	hold slack (ps)	total power [uW]	area (um^2)
final	1041	84.32	366.6
after global routing	1071	93.73	366.6
after CTS	1157	74.84	352.8
after detailed placement	1642	76.06	337.8
after global placement	1660	75.70	337.8
after floorplan	717.2	21.88	125.1
-- repair_timing --
item,CTS,global route
resized,22,9
endpoints found under the setup margin,3,3
pin swaps,3,4
-- where the power goes --
part | switching [uW] | internal [uW] | leakage (uW)
clock network | 0 | 0 | 0
logic | 34.4 | 49.9 | 0.000153
registers | 0 | 0 | 0
total | 34.4 | 49.9 | 0.000153
-- worst paths after layout --
kind,start,end,slack [ps],depth (start not counted)
worst max-delay path,A[1],A_lt,70,5
worst min-delay path,B[3],A_lt,1040,4
-- cell type report --
| type | count | area, um^2 |
|---|---|---|
| fill | 399 | 3049 |
| inverter | 4 | 15.01 |
| multi-input combinational | 13 | 161.4 |
| tap | 46 | 57.56 |
| timing repair buffer | 17 | 132.6 |
-- cell families after synthesis --
logic type	synth area share (%)
and+or+nand+nor	11.01
adders and majority gates	29.00
AOI/OAI and AO/OA	27.01
buffers and inverters	12.00
xor gates and xnor gates	21.00
Power figures rest on the tool's default switching activity, not on a simulated workload.
