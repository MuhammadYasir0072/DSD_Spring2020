## flow/design.v

```verilog
`timescale 1ns / 1ps
module sixteen_bit_adder(Sum,Cout,A,B,Cin);
input [15:0]A,B;
input Cin;
output [15:0]Sum;
output Cout;
assign {Cout,Sum}=A+B+Cin;
endmodule
```

## flow/run.sh

```bash
#!/bin/bash
# OpenROAD 26Q1-2900-gdf79404cd8, Yosys 0.63+post, stock flow scripts
make -C /OpenROAD-flow-scripts/flow DESIGN_CONFIG=/design/flow/config.mk WORK_HOME=/design/flow/orfs finish
```

## flow/config.mk

```make
export PLATFORM = sky130hd
export DESIGN_NAME = sixteen_bit_adder
export DESIGN_NICKNAME = sixteen_bit_adder
export VERILOG_FILES = /design/flow/design.v
export SDC_FILE = /design/flow/constraint.sdc
export NUM_CORES = 4
export LEC_CHECK = 1
export CORE_AREA = 10 10 80 80
export DIE_AREA = 0 0 90 90
```

## flow/constraint.sdc

```tcl
current_design sixteen_bit_adder

set clk_period 8.9
set clk_io_pct 0.2

create_clock -name clk0 -period $clk_period

set non_clock_inputs [all_inputs -no_clocks]
set_input_delay [expr $clk_period * $clk_io_pct] -clock clk0 $non_clock_inputs
set_output_delay [expr $clk_period * $clk_io_pct] -clock clk0 [all_outputs]
```

==> impl_metrics.py <==
# Auto-generated metrics
metrics = {
    "floorplan": {
        "die_h_um": 90,
        "row_count": 25,
        "die_w_um": 90,
        "ioPinCount": 50,
        "dieArea_mm2": 0.008100,
        "fp_util_pct": 15.52,
        "core_area_mm2": 0.004723,
    },
    "final_timing": {
        "slew_headroom_pct": 77.19,
        "fmax_mhz": 153.2,
        "drv_slew": 0,
        "rsz0062_at_grt": "no",
        "tightest_slew_ns": 0.3385,
        "fin_crit_sh_pct": 73.37,
        "hold_violations": 0,
        "setup_viol": 0,
        "setup_tns_ns": 0,
        "layout_min_cycle_time_ns": 6.530,
    },
    "detailed_routing": {
        "drtIter0Drc": 17,
        "drcViolationCount": 0,
        "n_antenna_cell": 0,
        "ant_nets": 0,
        "first_pass_iters": 4,
        "vias_per_cell": 3.976,
        "avgRoutedWirePerCell_um": 11.12,
        "vias": 819,
        "routed_wl_um": 2291,
    },
    "run_status": {
        "outcome": "finished, final reports clean",
    },
    "synth": {
        "common_cells": "ha_1 (15), a21oi_1 (9), xnor2_1 (9)",
        "ys_seq_share_pct": 0,
        "syn_inst": 89,
        "top_area_cell": "ha_1",
        "most_common_cell": "ha_1",
        "synthTopCellsByArea": "ha_1 (26%), xnor2_1 (11%), a21oi_1 (6.1%), xor2_1 (6.0%), fa_1 (5.5%)",
        "synth_warnings": 0,
        "ys_area_um2": 733.2,
        "synthesis.area_um2": 733.2,
        "yosys-stat-cells": 89,
        "synth_cell_types": 31,
        "avgSynthCellArea_um2": 8.238,
        "synthDominantCellAreaShare_pct": 25.60,
    },
    "grt": {
        "grt-ovfl-total": 0,
        "grt_pass1_vias": 848,
        "grt_first_pass_wirelength_um": 3850,
        "grt_antenna_before_repair": 0,
        "gr-usage-all-layers_pct": 5.473,
        "grt_max_degree": 7,
    },
    "setup_path": {
        "cp_max_fo": 2,
        "crit_type": "in2out",
        "arrival_ns": 4.75,
        "end_kind": "primary output",
        "critPathLaunchType": "primary input",
        "cp_data_required_time_ns": 7.12,
    },
    "layout": {
        "regArea_um2": 0,
        "nClkBuffers": 0,
        "design.seq.count": 0,
        "synthToLayoutAreaGrowth_pct": 79.69,
        "fillers": 527,
        "drive_gt1_share_pct": 7.914,
    },
    "placement": {
        "dp_hpwl_um": 2126,
        "portBuffers": 50,
        "gp_congestion": 0.7273,
    },
    "power_and_ir_drop": {
        "ir_drop_mv": 0.03323,
        "total_leakage_power_nw": 0.5263,
        "power_density_mw_per_mm2": 74.93,
        "totalPowerFinal_w": 0.00009872,
    },
    "clock_tree": {
        "ctsHoldBuffers": 0,
        "post-cts-setup-buffers": 0,
        "cts_resized": 0,
    },
    "run": {
        "warnings": 32,
        "maxCapViolations": 0,
    },
    "min_path": {
        "hold_path.class": "in2out",
    },
}
cells in the final DEF (no fill, tap or decap), types with 2 or more instances in the layout:
| cell | synthesis | final |
|---|---|---|
| a21o_1 | 4 | 4 |
| a21oi_1 | 9 | 9 |
| a21oi_2 | 3 | 3 |
| clkdlybuf4s50_1 | 0 | 50 |
| fa_1 | 2 | 2 |
| ha_1 | 15 | 15 |
| inv_1 | 4 | 4 |
| nand2_1 | 4 | 4 |
| nand2b_1 | 2 | 2 |
| nand3_1 | 3 | 3 |
| nor2_1 | 3 | 3 |
| o21a_1 | 2 | 2 |
| o21ai_0 | 4 | 4 |
| o21ai_2 | 2 | 2 |
| o21bai_1 | 3 | 3 |
| xnor2_1 | 9 | 9 |
| xor2_1 | 5 | 5 |
per-stage QoR:
step	hold slack (ns)	util [%]	setup WS [ns]	instance area [um^2]	cells
2_1_floorplan	3.664	-	3.448	733.2	89
3_3_place_gp	4.649	27.89	2.361	1318	206
3_5_place_dp	4.653	27.89	2.351	1318	206
4_1_cts	4.653	27.89	2.326	1318	206
5_1_grt	4.682	27.89	2.160	1318	206
6_report	4.644	27.89	2.370	1318	206
path summary, 6_finish.rpt:
kind,slack [ns],from,cells after the start,endpoint
worst max-delay path,2.37,A[0],10,Sum[10]
worst min-delay path,4.64,B[15],4,Sum[15]
critical path: stages:
cell             delay (ns)
clkdlybuf4s50_1        0.43
fa_1                   0.46
fa_1                   0.43
a21oi_2                0.20
o21ai_2                0.10
a2111oi_2              0.42
o31ai_1                0.12
a21oi_1                0.18
xnor2_1                0.14
clkdlybuf4s50_1        0.49
cells by family (layout without fill, tap and decap cells):
| group | Yosys count | in the layout | synth area share, % |
|---|---|---|---|
| AND-OR/OR-AND | 38 | 38 | 39.08 |
| AND/OR/NAND/NOR | 16 | 16 | 11.09 |
| XOR/XNOR | 14 | 14 | 16.72 |
| buffers and inverters | 4 | 54 | 2.047 |
| adder cells (fa/ha/maj) | 17 | 17 | 31.06 |
power by group:
part           internal [W]  switching, W  leakage, nW   total, W
sequential                0             0            0          0
clock                     0             0            0          0
combinational     0.0000641     0.0000347        0.526  0.0000987
final cells by class:
class                           count  area [um^2]  area share [%]
Multi-Input combinational cell     85        718.2           54.51
Timing Repair Buffer               50        500.5           37.99
Tap cell                           67        83.83           6.363
Inverter                            4        15.01           1.140
routing by layer:
layer	wire length [um]	vias to the layer above	part of all wire, %	GRT usage [%]
li1	-	436	-	-
met1	1230	354	54	7.996
met4	0	0	0	0
met2	962	29	42	8.777
met5	0	-	0	0
met3	98	0	4.3	0.8382
Power figures rest on the tool's default switching activity, not on a simulated workload.
