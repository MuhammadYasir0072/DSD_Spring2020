**/design/flow/design.v**
```verilog
`timescale 1ns / 1ps
module comparater_sixteenbit(A_gt,A_lt,A_eq,A,B);
input [15:0] A,B;
output A_gt,A_lt,A_eq;
assign A_gt=A>B;
assign A_lt=A<B;
assign A_eq=A==B;
endmodule
```
**/design/flow/config.mk**
```make
export PLATFORM = sky130hd
export DESIGN_NAME = comparater_sixteenbit
export DESIGN_NICKNAME = comparater_sixteenbit
export VERILOG_FILES = /design/flow/design.v
export SDC_FILE = /design/flow/constraint.sdc
export NUM_CORES = 4
export LEC_CHECK = 1
export CORE_AREA = 10 10 70 70
export DIE_AREA = 0 0 80 80
```
**/design/flow/constraint.sdc**
```tcl
current_design comparater_sixteenbit

set clk_period 2.2
set clk_io_pct 0.2

create_clock -name clk0 -period $clk_period

set non_clock_inputs [all_inputs -no_clocks]
set_input_delay [expr $clk_period * $clk_io_pct] -clock clk0 $non_clock_inputs
set_output_delay [expr $clk_period * $clk_io_pct] -clock clk0 [all_outputs]
```
**/design/flow/run.sh**
```bash
#!/bin/bash
# OpenROAD 26Q1-2900-gdf79404cd8, Yosys 0.63+post, stock flow scripts
make -C /OpenROAD-flow-scripts/flow DESIGN_CONFIG=/design/flow/config.mk WORK_HOME=/design/flow/orfs finish
```
==> summary.txt <==
fresh numbers from the pnr run: status complete, no violations, antenna diode count 0, synthesized cell area 413 sq um, Seq share, synth 0%, total number of vias 527, Max Cap Violations 0, fin crit period 2.14 ns, total gr overflow 0, vias per cell 3.71, largest net degree at the start of global routing 4, Top-area cell share 48.5%, # IOs 35, fin worst setup slack 0.0640 ns, Slew @ Worst Pin 0.263 ns, final hold vios 0, startpoint types input pin, WHS 1.42 ns, registers 0, maximum VDD drop 0.0492 mV, Final Slew Violations 0, antenna violations before repair 0, final period utilization 97.1%, core area 3420 sq um, CP Data Required Time 1.76 ns, DR iter-0 viols 15, count of buffers from port buffering 35, Syn. warnings 0, Finish-stage setup viols 0, sequential cell area 0 sq um, Rel. slew slack 82.3%, Cells after Synth 58, first-pass GRT wire length 2.57 mm, DIE HEIGHT 80 um, synthesis area per yosys 413 sq um, die width 80 um, crit-path max FO 3, Non-Filler Instances 142, DRT Pass-1 Iters 4, pre-CTS WS -0.725 ns, Post-DRT Antenna Nets 0, yosys cell count 58, distinct lib cells 16, GPL Wtd Cong 0.740, clkbuf count 0, Log Warnings 32, ranking of synthesized cells by area ha_1 48%, inv_1 15%, a21oi_1 7.3%, Crit. End Element output pin, Lkg Pwr 0.410 nW, Site Rows 21, top cells by count 17 x inv_1, 16 x ha_1, 6 x a21oi_1, CP arrival 1.70 ns, number of remaining DRC errors 0, top-count cell post-synth inv_1, # placed instances 140, Chip Area 6400 sq um, Worst Setup Path Type in -> out, final wirelength 1.65 mm, Total GRT Usage 4.92%, Syn Area/Cell 7.12 sq um, Routed wire per std cell 11.6 um, dpl hpwl 1.39 mm, Hold/Removal Path Class in -> out, Yosys top cell by area ha_1, Initial Util 12.1%, vias in the first global route 566, share of cells above drive strength 1 58.3%, Cell Pwr Density 165 nW/um^2, hold_buf cts 0, fmax 468 MHz, RSZ-0062 raised after global routing no, P&R area growth vs syn 123%
[routing by layer]
metal | track usage, % | wire, um | part of all wire, %
met1 | 6.26 | 763 | 46
met2 | 8.27 | 772 | 47
met3 | 1.25 | 91 | 5.5
met4 | 0.704 | 27 | 1.6
met5 | 0 | 0 | 0
[through the flow]
step	area, sq um	power, mW	setup TNS [ns]	util, %
2_1_floorplan	413	0.0537	0	-
3_3_place_gp	828	0.131	-1.90	24.2
3_5_place_dp	828	0.135	-1.95	24.2
4_1_cts	970	0.153	0	28.4
5_1_grt	922	0.172	0	27.0
6_report	922	0.152	0	27.0
[cell type report]
class              count  area, sq um
multi-input cells     41          533
inverters             17         63.8
fillers              375         2490
repair buffers        38          268
well taps             46         57.6
[worst max-delay path, cell delays in order]
cell,delay [ns]
clkdlybuf4s15_1,0.20
ha_4,0.29
a21oi_2,0.05
a2111o_1,0.42
and3_1,0.17
buf_2,0.12
[where the power goes]
part	total [mW]	internal (mW)	switching, mW
logic	0.152	0.0868	0.0656
clock network	0	0	0
registers	0	0	0
total	0.152	0.0868	0.0656
[what timing repair did]
item | CTS | global route
pin swaps | 18 | 17
endpoints found under the setup margin | 3 | 2
endpoints found under the hold margin | 0 | 0
setup buffers | 3 | 0
resized | 97 | 30
[layout by cell type, fill, tap and decap left out]
master / count
inv_1: 4
and3_1: 1
a2111o_1: 1
o21ai_0: 2
nor2b_1: 1
buf_4: 3
a22oi_1: 1
a211oi_1: 1
buf_6: 2
ha_1: 2
dlygate4sd2_1: 2
buf_2: 9
o211ai_1: 1
ha_4: 13
nor4_2: 1
nand2_1: 3
clkdlybuf4s15_1: 10
clkbuf_2: 12
nand4_4: 1
ha_2: 1
a31oi_1: 1
nand4_1: 3
inv_2: 13
a21oi_1: 5
nor2_1: 2
a21oi_2: 1
[logic make-up after synthesis]
logic type / after synthesis / synth area share [%]
AND/OR/NAND/NOR: 12 / 16.7
buffers and inverters: 17 / 15.5
AND-OR/OR-AND: 13 / 19.4
adder cells (fa/ha/maj): 16 / 48.5
[worst paths after layout]
path,startpoint,endpoint,slack (ns),cells after the start
worst max-delay path,A[3],A_lt,0.06,6
worst min-delay path,A[15],A_gt,1.42,5
Power figures rest on the tool's default switching activity, not on a simulated workload.
